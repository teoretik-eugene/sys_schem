--- design/flow/config.mk ---
export PLATFORM = sky130hd
export DESIGN_NAME = source_rand
export DESIGN_NICKNAME = source_rand
export VERILOG_FILES = /design/flow/design.v
export SDC_FILE = /design/flow/constraint.sdc
export NUM_CORES = 4
export LEC_CHECK = 1
export CORE_AREA = 10 10 70 70
export DIE_AREA = 0 0 80 80
--- design/flow/constraint.sdc ---
current_design source_rand

set clk_period 1.3
set clk_io_pct 0.2

create_clock -name clk0 -period $clk_period [get_ports {clk}]

set non_clock_inputs [all_inputs -no_clocks]
set_input_delay [expr $clk_period * $clk_io_pct] -clock clk0 $non_clock_inputs
set_output_delay [expr $clk_period * $clk_io_pct] -clock clk0 [all_outputs]
--- design/flow/design.v ---
module source_rand 
#(parameter LEN =8)
(
    input clk,
    input rst,
    input ready,
    output reg valid,
    output last,
    output reg [LEN-1:0] data
);
    reg [2:0] delay;
    reg [2:0] cnt;
    reg data_sent;
    assign last = valid;
    always @(posedge clk) begin
        if (rst) begin
            valid <= 0;
            cnt <= 0;
            delay <= 0;
            cnt <= 0;
            data_sent <= 0;
        end else begin
            if (valid && ready) begin   
                valid <= 0;
                data_sent <= 1;
                delay <= $random & 4'b1111;
                cnt <= 0;
            end else if (data_sent) begin
                if (cnt == delay) begin
                    data <= $random & 8'hFF;
                    valid <= 1;
                    data_sent <= 0;
                end else begin
                    cnt <= cnt + 1;
                end
            end else if (!valid) begin
                data <= $random & 8'hFF;
                valid <= 1;
            end
        end
    end
endmodule
--- design/flow/run.sh ---
#!/bin/bash
# OpenROAD 26Q1-2900-gdf79404cd8, Yosys 0.63+post, stock flow scripts
make -C /OpenROAD-flow-scripts/flow DESIGN_CONFIG=/design/flow/config.mk WORK_HOME=/design/flow/orfs finish
==> results.py <==
# Flow results
metrics = {
    "logic_synthesis": {
        "synthCells": 36,
        "netlist_area_um2": 300,
        "yosys_cells": 36,
        "yosysSeqAreaShare_pct": 33.3,
        "syn-mean-instance-area_um2": 8.34,
        "yosys_area_um2": 300,
        "ys_warn_count": 3,
        "numSynthFlops": 5,
        "synth_cell_types": 17,
    },
    "worst_setup_path": {
        "critPathMaxFanout": 5,
        "crit_arrival_ns": 1.47,
        "cp-end-kind": "flop",
        "required_ns": 1.48,
        "startpoint_type": "flop",
        "timing.reg2reg.setup_slack_ns": 0.02,
        "path_class": "flop to flop",
    },
    "placement": {
        "gp_congestion": 0.633,
        "dpl-instance-area_um2": 357,
        "place_ws_ns": 0.0200,
        "port_buffers": 4,
    },
    "min_path": {
        "worst_hold_path_type": "flop to flop",
    },
    "pwr": {
        "worst_ir_drop_vdd_v": 0.000494,
        "power-per-cell-area_nw_per_um2": 926,
        "total_power_mw": 0.375,
        "leakage_nw": 0.175,
    },
    "outcome": {
        "status": "completed",
    },
    "final_timing": {
        "hold_ws_ns": 0.506,
        "final.setup.worst_slack_ns": 0.0164,
        "finClkSkew_ns": 0.00661,
        "slew_violations": 0,
        "setup_viol": 0,
        "tns_ns": 0,
        "min_period_ns": 1.28,
        "hold_viol": 0,
        "rsz0062_at_grt": "yes",
        "timing.fmax_mhz": 779,
        "finalCritPeriodShare_pct": 98.7,
    },
    "clock_network": {
        "cts_tree": "done",
        "cts_buffers": 3,
        "cts.hold.buffers_added": 0,
        "path_clk_slew_ns": 0.05,
        "clockBufferDepth": 2,
        "cts_sinks": 5,
        "htree_levels": 1,
        "clkLatencyLatePin_ns": 0.25,
        "cts_root_buf": "clkbuf_4",
    },
    "die": {
        "core-area_um2": 3420,
        "rows": 21,
        "die-area_um2": 6400,
        "fp_util_pct": 8.79,
        "die_height_um": 80,
        "die_x_um": 80,
        "ios": 13,
    },
    "job": {
        "tool_warnings": 27,
        "cap_viol_max_count": 0,
    },
    "cells_and_area": {
        "syn_to_final_growth_pct": 35.0,
        "mostFrequentLayoutCell": "conb_1",
        "drive_gt1_share_pct": 20.5,
        "layout_top_cells": "conb_1, clkbuf_4, dfxtp_1",
        "fin_area_um2": 405,
    },
    "drt": {
        "antenna_cells": 0,
        "first_iter_violations": 6,
        "detail_route.vias_per_cell": 2.49,
        "first_pass_iters": 4,
        "ant_nets": 0,
        "route.detailed.drc": 0,
        "wl_per_cell_um": 6.22,
        "drt_wl_total_um": 560,
        "vias": 224,
    },
    "global_route": {
        "grt_max_degree": 6,
        "grt_pass1_wl_um": 1000,
        "grtUsageTotal_pct": 1.95,
        "grt_remaining_overflow": 0,
        "grt_pass1_vias": 238,
        "grt_antenna_before_repair": 0,
    },
}
[area by class of cell]
cell class                 count  area [µm²]
fill                         405        3010
multi-input combinational     26         151
sequential                     5         103
tap                           46        57.6
timing repair buffer           6        56.3
clock buffer                   4        26.3
inverter                       3        11.3
[registers in the layout, indices dropped and copies added, names as in the netlist]
signal / flops
data_sent: 1
valid: 1
cnt: 3
[logic make-up after synthesis]
kind of cell | count (synthesis) | share of synthesized area (%)
muxes | 1 | 3.33
DFF | 5 | 33.3
adders and majority gates | 2 | 8.33
other | 1 | 1.25
and+or+nand+nor | 9 | 15.8
buffers and inverters | 12 | 26.2
AOI/OAI and AO/OA | 6 | 11.7
[report_power, final]
part / internal [mW] / switching (mW)
clock: 0.116 / 0.0694
combinational: 0.0187 / 0.0103
sequential: 0.158 / 0.00270
total: 0.293 / 0.0824
[timing repair]
item / CTS / global route
gates resized: 2 / 3
hold endpoints to repair: 0 / 0
pin swaps: 0 / 0
setup endpoints to repair: 2 / 3
buffers inserted: 2 / 0
[synthesized netlist by cell type, drive strengths merged]
cell | n | area (µm²)
mux2i | 1 | 10.0
o21ba | 1 | 10.0
conb | 1 | 3.75
buf | 9 | 67.6
dfxtp | 5 | 100
nand2b | 2 | 12.5
a21oi | 3 | 15.0
inv | 3 | 11.3
or3 | 1 | 6.26
ha | 2 | 25.0
o21ai | 2 | 10.0
nor2b | 1 | 6.26
nor2 | 2 | 7.51
nand3b | 1 | 7.51
nand2 | 2 | 7.51
[per-layer routing]
| metal | up-vias | wire length [µm] | global-route usage [%] |
|---|---|---|---|
| li1 | 113 | - | - |
| met1 | 96 | 221 | 1.80 |
| met2 | 15 | 225 | 2.81 |
| met3 | 0 | 113 | 2.39 |
| met4 | 0 | 0 | 0.176 |
| met5 | - | 0 | 0 |
[worst max-delay path, stage by stage (launching register included)]
cell	delay, ns
dfxtp_2	0.34
inv_1	0.04
ha_1	0.20
nor2b_1	0.17
or3_1	0.33
a21oi_2	0.13
[worst paths after layout]
check	start	cells past startpoint	endpoint
setup / recovery	cnt[0]	5	cnt[0]
hold / removal	cnt[1]	2	cnt[1]
hold reg to reg	cnt[1]	2	cnt[1]
setup reg to reg	cnt[0]	5	cnt[0]
[per-stage QoR]
step / utilization [%] / std cells
floorplan: - / 43
global placement: 10.4 / 84
detailed placement: 10.4 / 84
CTS: 11.6 / 90
global route: 11.9 / 90
finish: 11.9 / 90
Power and IR drop assume default switching activity.
