==> design.v <==
module uniq (
    input reg clk_in,
    input reg [7:0] data_in,
    output wire [7:0] data_out_1,
    output wire [7:0] data_out_2,
    output wire [7:0] data_out_3,
    output wire [7:0] data_out_4,
    output wire data_out_valid_1,
    output wire data_out_valid_2,
    output wire data_out_valid_3,
    output wire data_out_valid_4
);
reg [7:0] values[3:0];
reg [3:0] valid_count;
reg is_unique;
reg [3:0] not_unique;
reg [3:0] i;
assign data_out_1 = (valid_count > 1) ? values[0] : 8'h00;
assign data_out_2 = (valid_count > 2) ? values[1] : 8'h00;
assign data_out_3 = (valid_count > 3) ? values[2] : 8'h00;
assign data_out_4 = (valid_count > 4) ? values[3] : 8'h00;
assign data_out_valid_1 = (valid_count > 1);
assign data_out_valid_2 = (valid_count > 2);
assign data_out_valid_3 = (valid_count > 3);
assign data_out_valid_4 = (valid_count > 4);
initial begin
  valid_count = 0;
end
always @(posedge clk_in) begin
    is_unique = 1;
    for (i = 0; i < 4; i = i + 1) begin
        if (values[i] == data_in) begin
            is_unique = 0;
            not_unique = i;
        end
    end
    if (is_unique) begin
        if (valid_count < 5) begin
            valid_count <= valid_count + 1;
        end
        for (i = 3; i > 0; i = i - 1) begin
            values[i] <= values[i-1];
        end
        values[0] <= data_in;
    end
    if(!is_unique) begin
      for (i = 3; i > 0; i = i - 1) begin
          if(i <= not_unique) begin
            values[i] <= values[i-1];
          end
      end
      values[0] <= data_in;
    end
end
endmodule
==> run.sh <==
#!/bin/bash
# OpenROAD 26Q1-2900-gdf79404cd8, Yosys 0.63+post, stock flow scripts
make -C /OpenROAD-flow-scripts/flow DESIGN_CONFIG=/design/flow/config.mk WORK_HOME=/design/flow/orfs finish
==> config.mk <==
export PLATFORM = sky130hd
export DESIGN_NAME = uniq
export DESIGN_NICKNAME = uniq
export VERILOG_FILES = /design/flow/design.v
export SDC_FILE = /design/flow/constraint.sdc
export NUM_CORES = 4
export LEC_CHECK = 1
export CORE_UTILIZATION = 30
==> constraint.sdc <==
current_design uniq

set clk_period 3.2
set clk_io_pct 0.2

create_clock -name clk0 -period $clk_period [get_ports {clk_in}]

set non_clock_inputs [all_inputs -no_clocks]
set_input_delay [expr $clk_period * $clk_io_pct] -clock clk0 $non_clock_inputs
set_output_delay [expr $clk_period * $clk_io_pct] -clock clk0 [all_outputs]
==> results_slide.txt <==
Synthesis and Place & Route Summary

Outcome
  • Status: completed

Synthesis
  • Top_reg_cell synth: dfxtp_1
  • Yosys stat area: 1790 um2
  • Largest cells by area: dfxtp_1 (36%), mux2_2 (15%), xor2_1 (12%), nor2b_1 (8.4%), edfxtp_1 (6.7%)
  • Synthesized registers: 36
  • Asr flop ratio synth: 0%
  • YS warnings: 2
  • Ys cells: 161
  • Synthesized area per cell: 11.1 um2
  • Synth Seq Share: 42.4%
  • Area leader, netlist: dfxtp_1
  • Synth cell types: 23
  • Post-Syn Instances: 161
  • Synth Cell Area: 1790 um2
  • Top-area cell type share of the netlist area: 35.7%
  • Flip-flops with a built-in enable: 4

Final timing
  • RSZ-0062 raised after global routing: no
  • Setup violations, final: 0
  • Fin Hold WS: 0.531 ns
  • PnR worst setup slack: 0.306 ns
  • Min cycle time layout: 2.89 ns
  • Slew @ Worst Pin: 0.695 ns
  • Clock Skew: 0.00315 ns
  • Slew HR: 53.5%
  • Final Cycle Share: 90.4%
  • Sum of negative setup slack: 0 ns
  • Fmax: 346 MHz
  • Final Hold Fails: 0
  • Slew Viols, Final: 0

Global route
  • Initial antenna violation count: 0
  • Total gr overflow: 0
  • Global Route Usage Sum: 13.7%
  • Number of global-route vias before repair: 1252
  • Largest net degree at the start of global routing: 11
  • First-pass GRT wire length: 6.40 mm

Detailed routing
  • Vias: 1279
  • Routed WL per cell: 13.4 um
  • Post-route ant nets: 0
  • Initial DRC Count: 38
  • Antenna Diode Count: 0
  • Drt pass-1 iters: 4
  • Post-Route WL: 3.90 mm
  • Routed vias/inst: 4.41
  • DRC: 0

Critical path
  • CP required: 2.56 ns
  • Startpoint Class: flop
  • Crit-path cells: nor2_1 > inv_1 > nor2_2 > nor2b_1 > clkdlybuf4s50_1
  • Crit. End Element: output pin
  • CP Launch Point: valid_count[2]
  • Crit path kind: flop to output pin
  • Reg2Reg Launch Point: values[0][7]
  • Crit path DAT: 2.25 ns
  • Largest stage delay, worst path: 0.47 ns
  • Crit path max fanout: 9
  • CP max-delay cell: edfxtp_1

Clocking
  • Clk root buf: clkbuf_8
  • # H-tree levels: 2
  • Maximum root-to-sink buffer count: 2
  • Clk sinks: 36
  • Post-CTS resize count: 0
  • Clock-pin slew on the worst setup and hold paths: 0.07 ns
  • Total CTS buffers: 5
  • # hold bufs at CTS: 0
  • Worst skew pair latency: 0.28 ns
  • CTS tree: yes
  • Post CTS Setup Buffer Count: 0

Power and ir drop
  • Switch Pwr: 426 uW
  • Combinational power share: 39.0%
  • Total power: 1530 uW
  • Int Pwr: 1110 uW
  • Clk network pwr share: 22.5%
  • Portion of total power attributed to sequential cells: 38.5%
  • Peak supply drop: 263 uV
  • Net Sw Frac: 27.7%
  • PD cells: 622 nW/um2
  • LEAKAGE: 0.000950 uW

Floorplanning
  • Die width: 79.3 um
  • Die Y-Extent: 79.3 um
  • Core outline area: 5640 um2
  • IO Pins: 45
  • FP Util: 31.8%
  • Site row count: 27
  • Chip area: 6290 um2

Placement
  • HPWL after DPL: 2.96 mm
  • RD Place Congestion: 0.791
  • DP Worst Slack: 0.300 ns
  • Input/output buffers: 44

Worst hold path
  • Hold WC Path Type: flop to flop
  • Min-delay src: values[0][0]

Run
  • Tool Warnings: 28
  • Max_cap viols: 0

Cells and area
  • Layout cell share with drive strength beyond 1: 20.6%
  • Final core occ: 43.7%
  • Fillers: 562
  • P&R area growth vs syn: 37.6%
## final cells by class
type	instances	area, um2	area share, %
Multi-Input combinational cell	119	1010	41.0
Tap cell	72	90.1	3.65
Clock buffer	7	96.3	3.90
Sequential cell	36	761	30.8
Inverter	6	22.5	0.913
Timing Repair Buffer	50	485	19.7
## sequential cells by signal, summed over array words and instances (netlist names)
signal,count
values,32
valid_count,4
## final timing paths
path                        end  cells after the start  slack (ns)
hold reg to reg    values[1][0]                      1        0.53
setup / recovery  data_out_1[2]                      5        0.31
hold / removal     values[1][0]                      1        0.53
setup reg to reg   values[1][1]                      6        1.24
## power groups by stage
| stage | Combinational, uW | Sequential, uW | Clock, uW |
|---|---|---|---|
| after global routing | 668 | 604 | 371 |
| final | 598 | 591 | 345 |
| after CTS | 606 | 592 | 356 |
## worst max-delay path: cells and delay by family, from the launching register on
kind	cells	cell delay, ns
buffers and inverters	2	0.58
DFF	1	0.47
and+or+nand+nor	3	0.91
## per-layer routing
metal | routed length (um) | global-route usage, % | share of wire (%) | vias up
met1 | 1840 | 20.0 | 47 | 582
met2 | 1780 | 22.1 | 46 | 37
li1 | - | - | - | 653
met4 | 67 | 2.00 | 1.7 | 0
met3 | 210 | 2.57 | 5.4 | 7
met5 | 0 | 0 | 0 | -
## cell usage after synthesis (2+ instances only)
library cell   n
inv_1          6
mux2_2        24
xor2_1        25
nor2_1         4
and2_1         9
dfxtp_1       32
nor4_1         4
ha_1           4
nor4_2         2
nand3_1        2
edfxtp_1       4
nor2b_1       24
xnor2_1        9
nand2_1        2
nand4_1        2
## kinds of logic (layout without fill, tap and decap cells)
family / count (synthesis) / in the layout / share of synthesized area [%]
buffers and inverters: 6 / 63 / 1.26
xor gates and xnor gates: 34 / 34 / 16.6
muxes: 24 / 24 / 15.1
AOI/OAI and AO/OA: 5 / 5 / 3.00
DFF: 36 / 36 / 42.4
adders and majority gates: 4 / 4 / 2.79
and+or+nand+nor: 52 / 52 / 18.8
## cell usage in the layout, fill, tap and decap left out, drive strengths merged, types with 3 or more instances in the layout
master,n
xor2,25
mux2,24
dfxtp,32
xnor2,9
nand2,3
clkdlybuf4s50,44
nor2b,24
buf,6
inv,6
clkbuf,7
edfxtp,4
nor4,6
nor2,5
ha,4
and2,9
## stage by stage
stage,cells,cell area [um2]
global route,290,2470
detailed placement,283,2370
floorplan,161,1790
finish,290,2470
CTS,290,2460
global placement,283,2370
Power is estimated from default activity; no workload was simulated.
