<file path="flow/constraint.sdc">
current_design sumr

set clk_period 7.7
set clk_io_pct 0.2

create_clock -name clk0 -period $clk_period

set non_clock_inputs [all_inputs -no_clocks]
set_input_delay [expr $clk_period * $clk_io_pct] -clock clk0 $non_clock_inputs
set_output_delay [expr $clk_period * $clk_io_pct] -clock clk0 [all_outputs]
</file>
<file path="flow/design.v">
module sumr 
#(parameter LEN =8)
(
    input clk,
    input rst,
    input [LEN-1:0] data_0,
    input valid_0,
    input [LEN-1:0] data_1,
    input valid_1,
    input ready,
    output valid,
    output last,
    output ready_out,
    output [LEN-1:0] data
);
    assign valid = valid_0 && valid_1 && ready;
    assign ready_out = valid_0 && valid_1 && ready;
    assign last = valid;
    assign data = data_0 + data_1;
endmodule
</file>
<file path="flow/config.mk">
export PLATFORM = sky130hd
export DESIGN_NAME = sumr
export DESIGN_NICKNAME = sumr
export VERILOG_FILES = /design/flow/design.v
export SDC_FILE = /design/flow/constraint.sdc
export NUM_CORES = 4
export LEC_CHECK = 1
export CORE_AREA = 10 10 70 70
export DIE_AREA = 0 0 80 80
</file>
<file path="flow/run.sh">
#!/bin/bash
# OpenROAD 26Q1-2900-gdf79404cd8, Yosys 0.63+post, stock flow scripts
make -C /OpenROAD-flow-scripts/flow DESIGN_CONFIG=/design/flow/config.mk WORK_HOME=/design/flow/orfs finish
</file>
==> Changelog: implementation <==
### Physical design

- Int Power: 32.6 uW
- Max-slew violations: 0
- Most frequent logic cell in the layout: clkdlybuf4s50_1
- Die width: 80 um
- Largest net degree at the start of global routing: 7
- Top cells by area: ha_1 25%, a21oi_1 7.1%, o211ai_1 6.4%
- Slew margin rel.: 72.9%
- 1st-pass router iterations: 4
- Number of warnings issued by yosys: 0
- IO buf count: 30
- Final setup fails: 0
- Routed len/inst: 9.97 um
- Gr ovfl total: 0
- Hold Buf Count CTS: 0
- Yosys Chip Area: 353 sq um
- Number of global-route vias before repair: 395
- Worst Hold Class: in -> out
- Hold path start: valid_1
- Minimum clock period: 5130 ps
- PostCTS Resize Cnt: 0
- Synth cell types: 25
- Die height: 80 um
- Fp util: 10.3%
- Fin crit share: 66.7%
- Logic area: 319 sq um
- Flop pwr share: 0%
- Num rows: 21
- Setup Buffers After CTS: 0
- Pwr Density: 70.2 mW/mm^2
- Antenna violations before repair: 0
- Register share after synthesis: 0%
- Sw Ratio: 33.3%
- Cells after synthesis: 45
- Cell taking the most area after synthesis: ha_1
- Final Util: 20.4%
- Clk pwr share: 0%
- Tool warnings: 34
- Comb power frac: 100.0%
- Antenna-violating nets left: 0
- Top-Level Pins: 32
- DRC Markers: 0
- Avg Cell Area, Syn: 7.84 sq um
- First-pass GRT wire length: 1720 um
- Fraction of layout cells with a size suffix above 1: 1.37%
- GP Congestion: 0.759
- Layout area overhead: 97.2%
- Setup TNS: 0 ps
- CP Capture Type: output pin
- RSZ-0062 raised after global routing: no
- Final Hold Vio Count: 0
- Total GRT Usage: 3.17%
- CP Max Fanout: 3
- Post-Route WL: 1190 um
- CP Data Required Time: 6160 ps
- Most frequent cells in the layout: 30 x clkdlybuf4s50_1, 7 x ha_1, 5 x inv_1, 5 x a21oi_1, 3 x o211ai_1
- Initial DRC Count: 16
- Critical path class: in -> out
- WHS Endpoint: ready_out
- F_max: 195 MHz
- Synth Cell Area: 353 sq um
- Antenna fix cells: 0
- Switching Power: 16.2 uW
- Vias: 431
- Slew at the pin with the worst max-slew slack: 404 ps
- Full die area: 0.00640 sq mm
- Status: completed
- VDD IR-drop max: 23.1 uV
- CP Launch Type: input port
- Critical Path AT: 3590 ps
- Leak Pwr: 0.270 nW
- Flop count: 0
- Core area: 0.00342 sq mm
- Clock buffers: 0
- # Max-Cap Violations: 0
- Layout filler cell count: 383
- Hpwl dp: 1090 um
- DR vias/cell: 3.62
- Top-area cell type share of the netlist area: 24.8%
- Number of cells in Yosys stat: 45
- Storage cell area: 0 sq um
- WHS Path Cells: 3
## synthesized netlist by cell type
master     n
inv_1      5
a221oi_1   1
nand2_1    1
a211oi_1   1
nor3_1     1
a21o_1     1
o211ai_1   3
nor2_1     1
fa_1       1
ha_1       7
o21a_1     1
nor3b_1    1
and3_1     1
o2bb2ai_1  1
a21oi_1    5
xor2_1     2
nor2b_4    1
o311ai_1   1
buf_4      2
o311ai_0   1
xnor2_1    2
o21ai_0    2
nor2b_1    1
nand2b_1   1
o31a_1     1
## power by group through the flow
stage	registers, mW	clock network (mW)	logic [mW]
global route	0	0	0.0544
finish	0	0	0.0488
CTS	0	0	0.0503
## per-layer routing
layer	vias up	routed length [um]	GRT usage, %
li1	225	-	-
met1	184	517	4.43
met2	22	460	4.41
met3	0	208	1.70
met4	0	0	0
met5	-	0	0
## worst max-delay path, cell delays in order
cell and delay (ps):
clkdlybuf4s50_1 400, ha_1 230, inv_1 70, fa_1 250
nor2b_4 60, o31a_1 250, o311ai_1 260, clkdlybuf4s50_1 530
## kinds of logic after synthesis
group	count (synthesis)	share of synthesized area, %
adders and majority gates	8	30.5
and+or+nand+nor	8	14.9
AOI/OAI and AO/OA	18	35.1
xor gates and xnor gates	4	9.93
buffers and inverters	7	9.57
## worst max path at each step
stage     slack, ps       to  cells past startpoint  startpoint
6_report       2570  data[6]                      8   data_0[0]
5_1_grt        2430  data[6]                      8   data_0[0]
4_1_cts        2540  data[6]                      8   data_0[0]
## area by class of cell
cell class,count,share of cell area (%)
inverters,5,2.70
multi-input cells,38,45.9
well taps,46,8.27
repair buffers,30,43.2
## per-stage QoR
step / power, mW / setup slack (ps) / cells / instance area, sq um / hold WS (ps)
floorplan: 0.0204 / 3640 / 45 / 353 / 3150
global placement: 0.0495 / 2550 / 119 / 696 / 4040
detailed placement: 0.0498 / 2540 / 119 / 696 / 4040
CTS: 0.0503 / 2540 / 119 / 696 / 4040
global route: 0.0544 / 2430 / 119 / 696 / 4050
finish: 0.0488 / 2570 / 119 / 696 / 4030
Power and IR drop assume default switching activity.
